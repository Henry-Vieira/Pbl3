--- flow/config.mk ---
export PLATFORM = sky130hd
export DESIGN_NAME = frequency_divisor
export DESIGN_NICKNAME = frequency_divisor
export VERILOG_FILES = /design/flow/design.v
export SDC_FILE = /design/flow/constraint.sdc
export NUM_CORES = 4
export LEC_CHECK = 1
export CORE_AREA = 10 10 75 75
export DIE_AREA = 0 0 85 85
--- flow/constraint.sdc ---
current_design frequency_divisor

set clk_period 1.0
set clk_io_pct 0.2

create_clock -name clk0 -period $clk_period [get_ports {CLK}]

set non_clock_inputs [all_inputs -no_clocks]
set_input_delay [expr $clk_period * $clk_io_pct] -clock clk0 $non_clock_inputs
set_output_delay [expr $clk_period * $clk_io_pct] -clock clk0 [all_outputs]
--- flow/design.v ---
module dFlipFlop (input d,  
		input rstn,  
		input clk,
		input set,
		output reg q,
		output q_);
	assign q_ = !q;
	always @ (posedge clk or posedge set or posedge rstn) begin
		if (set)
			q <= 1;
		else if (rstn)
			q <= 0;
		else
			q <= d;
		end
endmodule
module delay (
    input clk,
    output Q_out
);
    wire Q_F0, Q_F1, Q_F2, Q_F3, Q_F4, Q_F5;
    dFlipFlop F0 (
        .d(Q_F0),
        .rstn(1'b0),
        .clk(clk),
		  .set(1'b0),
        .q(),
        .q_(Q_F0)
    );
    dFlipFlop F1 (
        .d(Q_F1),
        .rstn(1'b0),
        .clk(Q_F0),
		  .set(1'b0),
        .q(),
        .q_(Q_F1)
    );
    dFlipFlop F2 (
        .d(Q_F2),
        .rstn(1'b0),
        .clk(Q_F1),
		  .set(1'b0),
        .q(),
        .q_(Q_F2)
    );
    dFlipFlop F3 (
        .d(Q_F3),
        .rstn(1'b0),
        .clk(Q_F2),
		  .set(1'b0),
        .q(),
        .q_(Q_F3)
    );
    dFlipFlop F4 (
        .d(Q_F4),
        .rstn(1'b0),
        .clk(Q_F3),
		  .set(1'b0),
        .q(),
        .q_(Q_F4)
    );
    dFlipFlop F5 (
        .d(Q_F5),
        .rstn(1'b0),
        .clk(Q_F4),
		  .set(1'b0),
        .q(Q_out),
        .q_(Q_F5)
    );
endmodule
module frequency_divisor(CLK, CLK_OUT, S7);
	input CLK;
	output CLK_OUT, S7;
	wire Q_F0, Q_F1, wire1, wire2, CLK_OUT1, CLK_OUT2, CLK_OUT3, CLK_OUT4, CLK_OUT5;
	delay DL1(CLK, CLK_OUT1);
	delay DL2(CLK_OUT1, CLK_OUT2);
	delay DL3(CLK_OUT2, CLK_OUT3);
	and(S7, CLK_OUT2);
	delay DL4(CLK_OUT3, CLK_OUT4);
	dFlipFlop F0 (
        .d(Q_F0),
        .rstn(1'b0),
        .clk(CLK_OUT4),
		  .set(1'b0),
        .q(),
        .q_(Q_F0)
    );
    dFlipFlop F1 (
        .d(Q_F1),
        .rstn(1'b0),
        .clk(Q_F0),
		  .set(1'b0),
        .q(CLK_OUT5),
        .q_(Q_F1)
    );
	 and(CLK_OUT, Q_F1, Q_F0);
endmodule
--- flow/run.sh ---
#!/bin/bash
# OpenROAD 26Q1-2900-gdf79404cd8, Yosys 0.63+post, stock flow scripts
make -C /OpenROAD-flow-scripts/flow DESIGN_CONFIG=/design/flow/config.mk WORK_HOME=/design/flow/orfs finish
==> impl_summary.log <==
[flow] collecting metrics
[metrics] run status: complete, no violations
[metrics] total core area: slightly above 4000 µm²
[metrics] combinational gate area: 3.75 µm²
[metrics] Final Max Slew Viols: 0
[metrics] cell resize tally after clock tree synthesis: 0
[metrics] final setup violating endpoints: 0
[metrics] worst slew margin relative to its limit: a little over nine tenths
[metrics] chip area estimate from yosys synthesis: 622 µm²
[metrics] final number of hold-violating endpoints: 0
[metrics] buffers and inverters on the worst path: 1
[metrics] number of warnings reported in the yosys synthesis log: 2
[metrics] proportion of synthesized chip area in sequential cells: a little over four fifths
[metrics] data required time of the worst path: between 0.8 and 0.9 ns
[metrics] slack of the critical path: about 0.56 ns
[metrics] sequential standard cell area: about 520 µm²
[metrics] # Max-Cap Violations: 0
[metrics] IO buf count: 2
[metrics] Diodes inserted: 0
[metrics] type of origin of the critical path: flop
[metrics] filler instances: 430
[metrics] Detailed Route Iter0 Violations: 0
[metrics] fraction of final layout cells sized beyond drive strength 1: 0%
[metrics] number of standard cells after synthesis: around 53
[metrics] RSZ-0062 raised after global routing: no
[metrics] total standard cell area after synthesis: 622 µm²
[metrics] Tool Warnings: 28
[metrics] Routed WL per cell: ~3.9 µm
[metrics] CP endpoint kind: flop
[metrics] DR vias: 231
[metrics] starting density of the core: between 15 and 20%
[metrics] Total Negative Setup Slacks: 0 ns
[metrics] delay-heaviest family, CP: flip-flops
[metrics] initial antenna violation count: 0
[metrics] maximum number of pins on one net before global-route repair: 4
[metrics] #FFs+latches synth: 26
[metrics] highest ir drop seen on vdd: between 0.15 and 0.2 mV
[metrics] residual overflow from global routing: 0
[metrics] first-pass detailed-route iteration total: 1
[metrics] die boundary height: approximately 85 µm
[metrics] Total Die Area: just over 7000 µm²
[metrics] total routing usage reported by global routing: 1.27%
[metrics] number of remaining DRC errors: 0
[metrics] hold crit path type: flop to flop
[metrics] IO Count: 3
[metrics] number of unconstrained endpoints: 27
[metrics] HPWL after detailed placement: about 380 µm
[metrics] crit path max fanout: 2
[metrics] Final Core Density: around 17%
[metrics] maximum clock skew at final layout: 0 ns
[metrics] highest clock frequency the design can meet: 2290 MHz
[metrics] signed area change from the synthesized netlist to the final layout: 13.3%
[metrics] Cell Rows: 23
[metrics] largest area contributor in the synthesized netlist: sky130_fd_sc_hd__dfxtp_1
[metrics] via count normalized by instance count: 2.20
[metrics] type of the worst setup path: flop to flop
[metrics] insertion delay at the late pin of the worst-skew pair: 0 ns
[metrics] chip width: 85 µm
[metrics] post-CTS setup buffer count: 0
[metrics] worst slack, placed: 0.563 ns
[metrics] critical path's slowest cell: sky130_fd_sc_hd__dfxtp_1
[metrics] worst path cell trace: inv_1
[metrics] count of unclocked register or latch pins: 25
[metrics] crit-path max cell delay: 0.28 ns
[metrics] clock transition at the register clock pins on the worst setup and hold paths after CTS: 0 ns
[metrics] total power per unit cell area: 57.8 nW/µm²
[metrics] number of hold-repair buffers added at the cts stage: 0
[metrics] Least-Margin Pin Slew: 0.0889 ns
[metrics] wirelength, routed: 412 µm
[metrics] count of antenna-violating nets left after detailed routing: 0
[metrics] Power, Total: 40.7 µW
[metrics] top cells by area in the synthesized netlist: sky130_fd_sc_hd__dfxtp_1 (84%), sky130_fd_sc_hd__inv_1 (16%), sky130_fd_sc_hd__nor2_1 (0.60%)
[metrics] worst endpoint data arrival time: 0.32 ns
[metrics] wire length of the first global-routing pass: 876 µm
[metrics] mean instance size in the synthesized netlist: 11.7 µm²
[metrics] vias in the first global route: between 200 and 300
[metrics] Period minus WS final: around 0.44 ns
[metrics] standby leakage power: about 0.22 nW
[metrics] part of the cycle the worst path needs: 43.6%
[metrics] total cells reported by yosys after synthesis: 53
[metrics] area share of the largest cell type after synthesis: a little over four fifths
[metrics] worst hold-check slack: ~0.36 ns
[metrics] Synth cell types: 3
[metrics] final estimated routing congestion in global placement: roughly 0.6
[placed cells by master, fill, tap and decap left out]
cell type                          n
sky130_fd_sc_hd__clkdlybuf4s50_1   2
sky130_fd_sc_hd__dfxtp_1          26
sky130_fd_sc_hd__inv_1            26
sky130_fd_sc_hd__nor2_1            1
[routing by layer]
metal  global-route usage [%]  share of wire [%]  vias up
li1                         -                  -      138
met1                     1.81                 62       90
met2                     2.04                 32        3
met3                    0.289                6.1        0
met4                        0                  0        0
met5                        0                  0        -
[report_power, final]
group,internal [mW],switching (mW)
sequential,0.0407,0
clock,0,0
combinational,0,0
[cells by family after synthesis]
logic type             Yosys count  share of synthesized area, %
buffers and inverters           26                          15.7
AND/OR/NAND/NOR                  1                         0.603
flip-flops                      26                          83.7
[area by class of cell]
cell class / count / area share, %
Timing Repair Buffer: 2 / 2.84
Tap cell: 50 / 8.88
Sequential cell: 26 / 73.9
Inverter: 26 / 13.9
Multi-Input combinational cell: 1 / 0.533
[synth_stat cells]
| cell | n |
|---|---|
| sky130_fd_sc_hd__dfxtp_1 | 26 |
| sky130_fd_sc_hd__inv_1 | 26 |
| sky130_fd_sc_hd__nor2_1 | 1 |
[metrics by stage]
stage | cells | instance area [µm²]
after global routing | 105 | 704
after floorplan | 53 | 622
after CTS | 105 | 704
after global placement | 105 | 704
final | 105 | 704
after detailed placement | 105 | 704
[worst paths after layout]
| check | start | cells past startpoint | slack [ns] | end |
|---|---|---|---|---|
| worst max-delay path | DL1.F0.q$_DFF_P_ | 1 | 0.56 | DL1.F0.q$_DFF_P_ |
| worst min-delay path | DL1.F0.q$_DFF_P_ | 1 | 0.36 | DL1.F0.q$_DFF_P_ |
| worst max register to register | DL1.F0.q$_DFF_P_ | 1 | 0.56 | DL1.F0.q$_DFF_P_ |
| worst min register to register | DL1.F0.q$_DFF_P_ | 1 | 0.36 | DL1.F0.q$_DFF_P_ |
No activity file was given, so power comes from the tool's default toggle rates.
