$ cat ./config.mk
export PLATFORM = sky130hd
export DESIGN_NAME = decoder_unit_sec
export DESIGN_NICKNAME = decoder_unit_sec
export VERILOG_FILES = /design/flow/design.v
export SDC_FILE = /design/flow/constraint.sdc
export NUM_CORES = 4
export LEC_CHECK = 1
export CORE_AREA = 10 10 70 70
export DIE_AREA = 0 0 80 80
$ cat ./constraint.sdc
current_design decoder_unit_sec

set clk_period 1.6
set clk_io_pct 0.2

create_clock -name clk0 -period $clk_period

set non_clock_inputs [all_inputs -no_clocks]
set_input_delay [expr $clk_period * $clk_io_pct] -clock clk0 $non_clock_inputs
set_output_delay [expr $clk_period * $clk_io_pct] -clock clk0 [all_outputs]
$ cat ./design.v
module decoder_unit_sec(Q1, Q2, Q3, Q4, aus, bus, cus, dus, eus, fus, gus);
	input Q1, Q2, Q3, Q4;
	output aus, bus, cus, dus, eus, fus, gus;
	and(A1, !Q2, Q1, !Q3, !Q4);
	and(A2, !Q1, !Q2, Q3);
	or(aus, A1, A2);
	and(B1, Q1, !Q2, Q3);
	and(B2, !Q1, Q2, Q3);
	or(bus, B1, B2);
	and(cus, !Q1, Q2, !Q3);
	and(D1, Q1, Q2, Q3);
	or(dus, D1, A1, A2);
	and(E1, !Q2, Q3);
	or(eus, E1, Q1);
	and(F11, Q1, !Q3, !Q4);
	and(F22, Q2, !Q3);
	and(F33, Q1, Q2);
	or(fus, F11, F22, F33);
	and(G1, !Q2, !Q3, !Q4);
	or(gus, G1, D1);
endmodule
$ cat ./run.sh
#!/bin/bash
# OpenROAD 26Q1-2900-gdf79404cd8, Yosys 0.63+post, stock flow scripts
make -C /OpenROAD-flow-scripts/flow DESIGN_CONFIG=/design/flow/config.mk WORK_HOME=/design/flow/orfs finish
==> metrics.log <==
[flow] collecting metrics
INFO  metric gr_layer_usage_met3 = 1.364%
INFO  metric final-hold-violation-count = 0
INFO  metric die_width = 80 um
INFO  metric die_height = 80 um
INFO  metric critical_path_buf_inv_count = 4
INFO  metric synth_compound_gate_area_share = 29.66%
INFO  metric p_per_area = 206.4 mW/mm2
INFO  metric antenna_found_initial = 0
INFO  metric drt_iter0_drc = 1
INFO  metric drv_slew = 0
INFO  metric grt_busiest_layer = met1
INFO  metric run_status = complete, no violations
INFO  metric route.detailed.wl_per_inst = 7.888 um
INFO  metric min_period = 1.533 ns
INFO  metric ys_sh_mux = 0%
INFO  metric placement.io_buffers = 11
INFO  metric cpPeakStageDelay = 0.28 ns
INFO  metric total_global_route_track_usage = 2.101%
INFO  metric dpl-instance-area = 315.3 um2
INFO  metric flop_area = 0 um2
INFO  metric drtPass1Iterations = 2
INFO  metric route.final.wire_length = 631 um
INFO  metric synth_simple_gate_area_share = 41.53%
INFO  metric final_cell_area = 317.8 um2
INFO  metric die_area = 0.006400 mm2
INFO  metric post-place-cells = 77
INFO  metric grtUsageMet2 = 2.327%
INFO  metric yosys-stat-cells = 19
INFO  metric diodes = 0
INFO  metric synth.yosys.warnings = 10
INFO  metric grt_start_max_net_pins = 9
INFO  metric layout_overhead_on_the_synthesized_area = 115.3%
INFO  metric timing.critical_path.cells = buf_2 -> buf_6 -> buf_4 -> or2_2 -> dlygate4sd2_1
INFO  metric setup_total_negative_slack = 0 ns
INFO  metric post-synth-top-area-cell = buf_6
INFO  metric detail_route.drc_violations = 0
INFO  metric path_delay_family = buffers and inverters
INFO  metric post_layout_nonfiller_instances = 80
INFO  metric nClkBuffers = 0
INFO  metric period_used_share = 95.84%
INFO  metric syn_area_per_cell = 7.771 um2
INFO  metric report.power.total = 0.06559 mW
INFO  metric synth.cellmix.xorXnorShare = 5.932%
INFO  metric nFlopsAndLatches = 0
INFO  metric crit_slowest_cell = or2_2
INFO  metric fmax = 652.1 MHz
INFO  metric yosys-dominant-comb-family = simple AND/OR/NAND/NOR gates
INFO  metric postSynthSeqShare = 0%
INFO  metric timing.max_cap.violations = 0
INFO  metric design.core.area = 0.003416 mm2
INFO  metric num_io_pins = 11
INFO  metric drive_above_1_share = 52.94%
INFO  metric grt_pass1_wl = 1.104 mm
INFO  metric syn_inst = 19
INFO  metric yosys.stat.chipArea = 147.6 um2
INFO  metric rows = 21
INFO  metric netlist.area_leader.share = 15.25%
INFO  metric vdd_drop_max = 0.00006100 V
INFO  metric min-delay-path-class = in -> out
INFO  metric data_arrival_time_of_the_critical_path = 1.21 ns
INFO  metric number_of_global_route_vias_before_repair = 201
INFO  metric synth_top_cell_by_count = buf_6
INFO  metric crit_path_end_kind = primary output
INFO  metric met1_usage = 3.296%
INFO  metric p_leak = 0.1420 nW
INFO  metric routed_via_density = 2.313
INFO  metric setup_viol = 0
INFO  metric worst_slew_margin_rel = 86.06%
INFO  metric routed-via-count = 185
INFO  metric grt-ovfl-total = 0
INFO  metric synthAdderAreaFrac = 0%
INFO  metric top_area_cell_types = buf_6 15%, a2bb2oi_2 10%, or3_4 7.6%
INFO  metric worstPathRequired = 1.28 ns
INFO  metric startpoint_type = primary input
INFO  metric synthesis.area = 147.6 um2
INFO  metric dp.final_hpwl = 513.3 um
INFO  metric yosys.cell_types.count = 18
INFO  metric critical_path.max_fanout = 4
INFO  metric worst-slew-pin-transition = 0.2072 ns
INFO  metric core_util_floorplan = 4.322%
INFO  metric route.antenna.remaining_nets = 0
INFO  metric critical_path_class = in -> out
INFO  metric count_of_warning_messages_emitted_by_the_tools = 32
INFO  metric gpl.final_weighted_congestion = 0.6894
INFO  metric fillCellCount = 416
[placed cells by master, fill, tap and decap left out, types with 2 or more instances in the layout]
cell	instances
dlygate4sd2_1	6
buf_4	6
buf_2	3
clkbuf_2	2
[per-stage QoR]
step | util (%) | worst slack (ns) | hold slack (ns)
CTS | 9.670 | 0.003872 | 1.106
detailed placement | 9.231 | -0.6240 | 1.742
global placement | 9.231 | -0.5915 | 1.723
floorplan | - | 0.3657 | 0.7489
finish | 9.304 | 0.06657 | 1.004
global route | 9.304 | -0.01205 | 1.039
[metal layers]
layer / vias to the layer above / share of wire (%)
li1: 96 / -
met1: 79 / 58
met2: 10 / 26
met3: 0 / 15
met4: 0 / 0
met5: - / 0
[cell type report]
type | count | area (um2) | area share, %
timing repair buffer | 18 | 133.9 | 42.13
tap | 46 | 57.56 | 18.11
inverter | 1 | 3.754 | 1.181
multi-input combinational | 15 | 122.6 | 38.58
[worst paths after layout]
check | start | end | slack [ns] | cells past startpoint
worst max-delay path | Q1 | eus | 0.07 | 5
worst min-delay path | Q2 | aus | 1.00 | 4
[power by group]
group / total [mW] / internal, mW / switching, mW
Clock: 0 / 0 / 0
Sequential: 0 / 0 / 0
Combinational: 0.0656 / 0.0398 / 0.0258
[repair_timing]
item                       CTS  global route
setup buffers                3             0
gates resized               23             4
hold buffers                 0             0
gates cloned                 0             0
setup endpoints to repair    7             3
pin swaps                    1             2
[cells by family (layout without fill, tap and decap cells)]
family / count (synthesis) / count (layout)
xor gates and xnor gates: 1 / 1
and+or+nand+nor: 9 / 9
AOI/OAI and AO/OA: 5 / 5
buffers and inverters: 4 / 19
Power figures rest on the tool's default switching activity, not on a simulated workload.
